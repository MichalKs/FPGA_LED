<file path="flow/run.sh">
#!/bin/bash
# OpenROAD 26Q1-2900-gdf79404cd8, Yosys 0.63+post, stock flow scripts
make -C /OpenROAD-flow-scripts/flow DESIGN_CONFIG=/design/flow/config.mk WORK_HOME=/design/flow/orfs finish
</file>
<file path="flow/config.mk">
export PLATFORM = sky130hd
export DESIGN_NAME = FPGA_LED
export DESIGN_NICKNAME = FPGA_LED
export VERILOG_FILES = /design/flow/design.v
export SDC_FILE = /design/flow/constraint.sdc
export NUM_CORES = 4
export LEC_CHECK = 1
export CORE_UTILIZATION = 40
</file>
<file path="flow/constraint.sdc">
current_design FPGA_LED

set clk_period 6.1
set clk_io_pct 0.2

create_clock -name clk0 -period $clk_period [get_ports {CLOCK_50}]

set non_clock_inputs [all_inputs -no_clocks]
set_input_delay [expr $clk_period * $clk_io_pct] -clock clk0 $non_clock_inputs
set_output_delay [expr $clk_period * $clk_io_pct] -clock clk0 [all_outputs]
</file>
<file path="flow/design.v">
module FPGA_LED (
  CLOCK_50,
  LED,
  KEY,
  SW 
);
  input           CLOCK_50;
  output  [7:0]   LED;
  input   [1:0]   KEY;
  input   [3:0]   SW;
  wire rst_n;    
  wire ena;      
  wire clk;      
  wire clk_1Hz;  
  wire c1_out;
  wire c2_out;
  wire [3:0] dec1_out;
  wire [3:0] dec2_out;
  wire [7:0] count1_out;
  wire [2:0] count2_out;
  wire [7:0] up_down1_out;
  wire [2:0] up_down2_out;
  wire [7:0] decoder1_out;
  wire [7:0] decoder2_out;
  assign rst_n  = KEY[0];
  assign ena    = KEY[1];
  assign clk    = CLOCK_50;
  pulse_gen #(32'd25000000) pulse_gen1  (
    .clk      (clk),
    .rst_n    (rst_n),
    .clk_out  (clk_1Hz)
  );
  counter counter1 (
    .clk    (clk),
    .rst_n  (rst_n),
    .ena    (clk_1Hz),
    .q      (count1_out)
  );
  counter #(3) counter2 (
    .clk    (clk),
    .rst_n  (rst_n),
    .ena    (clk_1Hz),
    .q      (count2_out)
  );  
  dec_counter dec_counter1 (
    .clk    (clk),
    .rst_n  (rst_n),
    .ena    (clk_1Hz),
    .c_out  (c1_out),
    .q      (dec1_out)
  );
  dec_counter dec_counter2 (
    .clk    (clk),
    .rst_n  (rst_n),
    .ena    (c1_out),
    .c_out  (c2_out),
    .q      (dec2_out)
  );
  up_down_counter up_down1 (
    .clk    (clk),
    .rst_n  (rst_n),
    .ena    (clk_1Hz),
    .q      (up_down1_out)
  );
  up_down_counter #(3) up_down2 (
    .clk    (clk),
    .rst_n  (rst_n),
    .ena    (clk_1Hz),
    .q      (up_down2_out)
  );
  decoder3x8 dec1 (
    .sel  (up_down2_out),
    .q    (decoder1_out)
  );
  decoder3x8 dec2 (
    .sel  (count2_out),
    .q    (decoder2_out)
  );
  assign LED = ( SW == 4'b0000 ) ? { dec2_out , dec1_out }:
               ( SW == 4'b0001 ) ? count1_out:
               ( SW == 4'b0010 ) ? up_down1_out:
               ( SW == 4'b0011 ) ? decoder1_out:
               ( SW == 4'b0100 ) ? decoder2_out:
               { SW , SW };
endmodule
module counter (
  clk,
  rst_n,
  ena,
  q
);
  parameter width = 8; 
  input                 clk;
  input                 rst_n;
  input                 ena;
  output  [width-1:0]   q;
  reg     [width-1:0]   q;
  always @ ( posedge clk or negedge rst_n )
  begin: q_out_proc
    if ( !rst_n ) 
    begin
      q <= 1'b0;
    end 
    else if ( ena )
    begin
      q <= q + 1'b1;
    end
  end
endmodule
module dec_counter (
  clk,
  rst_n,
  ena,
  c_out,
  q
);
  input         clk;
  input         rst_n;
  input         ena;
  output        c_out;
  output [3:0]  q;
  wire            c_out;
  wire    [3:0]   q;
  reg     [3:0]   cnt;
  assign q = cnt;
  always @ ( posedge clk or negedge rst_n )
  begin: cnt_proc
    if ( !rst_n ) 
    begin: q_out_proc
      cnt <= 4'b0000;
    end
    else if ( ena == 1'b1 )
    begin
      if ( cnt == 4'd9 ) 
      begin
        cnt <= 4'b0000;
      end
      else
      begin
        cnt <= cnt + 4'b0001;
      end
    end
  end
  assign c_out = ( cnt==4'd9 && ena==1'b1 ) ? 1'b1 : 1'b0;
endmodule
module decoder3x8 (
  sel,
  q
);
  input   [2:0]         sel;
  output  [7:0]         q;
  wire     [7:0]        q;
  assign q = ( sel == 3'b000) ? 8'h01:
             ( sel == 3'b001) ? 8'h02:
             ( sel == 3'b010) ? 8'h04:
             ( sel == 3'b011) ? 8'h08:
             ( sel == 3'b100) ? 8'h10:
             ( sel == 3'b101) ? 8'h20:
             ( sel == 3'b110) ? 8'h40:
             8'h80;
endmodule
module pulse_gen (
  clk,
  rst_n,
  clk_out
);
  parameter div   = 32'd50000000;
  parameter width = 32;
  input             clk;
  input             rst_n;
  output            clk_out;
  reg               clk_out;
  reg [width-1:0]   cnt;
  always @ ( posedge clk or negedge rst_n )
  begin: cnt_proc
    if ( !rst_n )    
    begin
      cnt <= 1'b0;
    end      
    else  
    begin
      if ( cnt == div )
      begin
        cnt <= 1'b0;
      end
      else
      begin
        cnt <= cnt + 1'b1;
      end            
    end    
  end
  always @ ( posedge clk or negedge rst_n )
  begin: clk_out_proc
    if ( !rst_n )
    begin
      clk_out <= 1'b0;
    end      
    else  
    begin
      if (cnt == div)
      begin
        clk_out <= 1'b1;
      end
      else
      begin
        clk_out <= 1'b0;
      end
    end
  end
endmodule
module up_down_counter (
  clk,
  rst_n,
  ena,
  q
);
  parameter width = 8;
  input                 clk;
  input                 rst_n;
  input                 ena;
  output  [width-1:0]   q;
  wire      [width-1:0]   q;
  reg       [width-1:0]   cnt;
  reg                     up;
  assign q = cnt;
  always @ ( posedge clk or negedge rst_n )
  begin: cnt_proc
    if ( !rst_n ) 
    begin
      cnt <= 1'b0;
    end 
    else if ( ena )
    begin
      if (up == 1'b1 )
      begin
        cnt <= cnt + 1'b1;
      end
      else
      begin
        cnt <= cnt - 1'b1;
      end
    end
  end
  always @ ( posedge clk or negedge rst_n )
  begin: up_down_proc
    if ( !rst_n ) 
    begin
      up <= 1'b1;
    end 
    else if ( ena )
    begin
      if ( cnt == 2**width - 2)
      begin
        up <= 1'b0;  
      end
      else if ( cnt == 1'b1 )
      begin
        up <= 1'b1;  
      end
    end
  end  
endmodule
</file>
==> summary.txt <==
run metrics: Min-Delay Path Depth=1, clock-pin slew on the worst setup and hold paths=80 ps, share of the core filled by cells before placement=41.78%, total standard cell area after synthesis=a little under 4000 um2, Initial DRC Count=142, largest net degree at the start of global routing=43, final weighted congestion in routability-driven placement=a little over 0.9, wire length after detailed routing=8.213 mm, outcome=complete, no violations, register-to-register setup slack=3550 ps, register bit count reported by yosys=roughly 65, number of detailed-route iterations in the first pass=4, count of final max-slew check failures=0, power consumption=a little over 900 uW, Fin Hold WS=474.1 ps, height of the chip=100.9 um, number of vias per cell=5.378, most numerous cell in the Yosys netlist=dfrtp_1, tightest slew margin relative to the limit=40.91%, share of flip-flops with an asynchronous set or reset after synthesis=100.0%, total negative slack for setup checks=0 ps, Yosys Instances=approximately 420, part of the Yosys area used for sequential elements=between 40% and 50%, Synth warnings=6, count of hold buffers inserted by post-cts repair=0, number of clock sinks=~65, Worst Hold Path EP=counter1.q[7], hold path startpoint=counter1.q[7], cell type with the highest occurrence count on the critical path=clkdlybuf4s50_1, Setup Buffers After CTS=0, width of the chip=~100 um, placed cell count=547, share of post-route cells with drive strength above 1=between 8 and 9%, most used flip-flop cell=dfrtp_1, slew of the pin with the lowest slew margin=879.6 ps, n_diodes=0, Static Leakage=1.852 nW, critical-path cell list=clkdlybuf4s50_1 -> or3_1 -> nor4_1 -> a21oi_1 -> o21ai_0 -> clkdlybuf4s50_1, dpl cell area=4154 um2, post-synth top area share=between 40% and 50%, PwrDens=210.4 nW/um2, biggest area consumer among synthesized cells=dfrtp_1, min Tclk post-route=4975 ps, antenna violations before repair=0, Max-cap violations=0, cell chosen for the clock root=clkbuf_8, cell count after synthesis=between 400 and 500, H-tree levels=3, cells on worst reg2reg path=7, unrepaired setup endpoints after global routing=false, Congestion Overflow GR=0, share of the clock period used by the worst path after layout=81.55%, DRC violations left=0, f_max=slightly above 0.2 GHz, post-route cell area=about 4400 um2, Worst VDD drop=181.5 uV, number of I/O port buffers=13, end of the worst register-to-register path=pulse_gen1.cnt[2], clock latency on the worst-skew pair=340 ps, arrival time of data at the critical path endpoint=3750 ps, total clock buffers created by CTS=9, classification of the worst setup path=in2out, count of final setup violators=0, number of ports placed on the die boundary=15, class of the worst hold path=reg2reg, critical path required time=4880 ps, post-synth tally of flip-flops with integrated enable=0, post-CTS sizing=0, average wire per cell in the routed design=14.59 um, per-instance average area after synthesis=about 9.3 um2, worst-path fanout max=21, count of non-filler cells in the finished layout=563, OpenROAD warning count=37, yosys stat area=just under 4000 um2, half-perimeter wire length of the detailed placement result=5.678 mm, buffers from clock root to sink, at most=2, Critical Path Start Type=primary input, most used standard cells in the synthesized netlist=dfrtp_1, xnor2_1, nand2_1, nor2_1, o21ai_0, launch point of the worst reg-to-reg path=pulse_gen1.cnt[0], post-synth cell types=58, number of rows created at floorplan=35, all-layer global routing usage=17.65%, placeable core area=~9400 um2, setup clock skew after layout=10.47 ps, Via Count=3028, crit path capture type=primary output, CTS tree=done, final tally of hold violations=0, cell with the largest stage delay on the worst path=clkdlybuf4s50_1, number of global-route vias before repair=2789, DRT antenna net count=0, Area contributors post-synth=dfrtp_1, xnor2_1, ha_1, o21ai_0, nand3_1, overall die area=between 10000 and 15000 um2, delay of the slowest cell on the worst path=770 ps, Area Growth Syn to Fin=12.56%, wire length of the first global-routing pass=13.93 mm
-- report_power, final --
part	switching, mW	internal, mW
Combinational	0.0227	0.0171
Sequential	0	0.431
Clock	0.173	0.284
-- worst max path at each step --
stage     start     end  slack [ps]  cells past startpoint
5_1_grt   SW[0]  LED[6]         940                      6
4_1_cts   SW[0]  LED[4]        1150                      6
6_report  SW[0]  LED[4]        1130                      6
-- registers in the layout, indices dropped and copies added, names as in the netlist --
| name | count |
|---|---|
| pulse_gen1.clk_out | 1 |
| up_down2.up | 1 |
| counter2.q | 3 |
| counter1.q | 8 |
| up_down2.cnt | 3 |
| up_down1.cnt | 8 |
| dec_counter1.cnt | 4 |
| dec_counter2.cnt | 4 |
| up_down1.up | 1 |
| pulse_gen1.cnt | 32 |
-- area by class of cell --
| type | count | area, um2 |
|---|---|---|
| fillers | 888 | 4965 |
| multi-input cells | 313 | 2118 |
| flip-flops and latches | 65 | 1629 |
| repair buffers | 18 | 162.7 |
| well taps | 129 | 161.4 |
| clock buffers | 10 | 137.6 |
| clock inverters | 6 | 115.1 |
| inverters | 22 | 82.58 |
-- per-stage QoR --
step	util, %	worst slack, ps
floorplan	-	2427
global placement	44.33	1192
detailed placement	44.33	1145
CTS	47.02	1152
global route	47.02	942.5
finish	47.02	1125
-- placed cells by master, fill, tap and decap left out, drive strengths merged, types with 12 or more instances in the layout --
master	count
dfrtp	63
xnor2	30
nor2	25
nand2	25
o21ai	25
nand3	25
inv	21
ha	18
a21oi	17
nand4	16
xor2	12
clkdlybuf4s50	12
-- worst max-delay path: cells and delay by family --
kind	cells	cell delay, ps
AND/OR/NAND/NOR	2	920
AND-OR/OR-AND	2	350
buffers and inverters	2	1270
-- cells by family (layout without fill, tap and decap cells) --
group                      after synthesis  count (layout)  share of synthesized area (%)
adders and majority gates               18              18                          5.753
and+or+nand+nor                        164             164                          23.30
AOI/OAI and AO/OA                       81              81                          13.20
buffers and inverters                   41              56                          4.282
DFF                                     65              65                          41.61
xor gates and xnor gates                42              42                          9.396
muxes                                    8               8                          2.461
-- metal layers --
layer / wire (um) / part of all wire, % / global-route usage, %
met1: 3982 / 48 / 26.93
met2: 3815 / 46 / 27.87
met3: 317 / 3.9 / 3.385
met4: 97 / 1.2 / 1.895
met5: 0 / 0 / 0
Power and IR drop assume default switching activity.
